==> flow/design.v <==
module day16 (
  input       wire        clk,
  input       wire        reset,
  input       wire[1:0]   cmd_i,
  output      wire        psel_o,
  output      wire        penable_o,
  output      wire[31:0]  paddr_o,
  output      wire        pwrite_o,
  output      wire[31:0]  pwdata_o,
  input       wire        pready_i,
  input       wire[31:0]  prdata_i
);
  typedef enum logic [1:0] {IDLE = 2'b00, SETUP = 2'b01, ACCESS = 2'b10} APB_STATES;
  APB_STATES state, nxt_state;
  logic [31:0] rdata_q;
  always_ff @ (posedge clk, posedge reset) begin
    if(reset)
      state <= IDLE;
    else
      state <= nxt_state;
  end
  always_comb begin
  	nxt_state = state;
    case(state)
    	IDLE   : begin
        if(|cmd_i)
          nxt_state = SETUP;
        else
          nxt_state = IDLE;
      end
      SETUP  : nxt_state = ACCESS;
      ACCESS : begin
        if(pready_i)
          nxt_state = IDLE;
        else
          nxt_state = ACCESS;
      end
      default : nxt_state = state;
    endcase
  end
  assign psel_o    = (state == SETUP) | (state == ACCESS);
  assign penable_o = (state == ACCESS);
  assign paddr_o   = 32'hDEAD_CAFE;
  assign pwrite_o  = cmd_i[1];
  assign pwdata_o  = rdata_q + 32'h0000_0001;
  always_ff @ (posedge clk, posedge reset) begin
    if(reset)
      rdata_q <= 32'h0000_0000;
    else if(penable_o && pready_i && pwrite_o)
      rdata_q <= prdata_i;
  end
endmodule
==> flow/run.sh <==
#!/bin/bash
# OpenROAD 26Q1-2900-gdf79404cd8, Yosys 0.63+post, stock flow scripts
make -C /OpenROAD-flow-scripts/flow DESIGN_CONFIG=/design/flow/config.mk WORK_HOME=/design/flow/orfs finish
==> flow/config.mk <==
export PLATFORM = sky130hd
export DESIGN_NAME = day16
export DESIGN_NICKNAME = day16
export VERILOG_FILES = /design/flow/design.v
export SDC_FILE = /design/flow/constraint.sdc
export NUM_CORES = 4
export LEC_CHECK = 1
export CORE_UTILIZATION = 50
==> flow/constraint.sdc <==
current_design day16

set clk_period 6.6
set clk_io_pct 0.2

create_clock -name clk0 -period $clk_period [get_ports {clk}]

set non_clock_inputs [all_inputs -no_clocks]
set_input_delay [expr $clk_period * $clk_io_pct] -clock clk0 $non_clock_inputs
set_output_delay [expr $clk_period * $clk_io_pct] -clock clk0 [all_outputs]
==> metrics.yaml <==
status:
  status: "finished, final reports clean"
place:
  routabilityCongestion: 0.7513
  dp_hpwl_um: 2879
  place_ws_ns: 2.991
  dpl.cell_count: 313
  io_buffers: 71
clock_network:
  cts_buffers: 5
  clk_pin_slew_ns: 0.06
  ctsHoldBuffers: 0
  clock_latency_ns: 0.28
  cts_tree: "done"
  clock_sinks: 35
  cts_buffer_depth: 2
  cts.root.buffer_cell: "clkbuf_8"
  cts-resized-gates: 0
  cts_setup_buffers: 0
  htreeDepth: 2
die:
  placementRows: 23
  core_area_um2: 4058
  die_area_um2: 4563
  die.size.y_um: 67.55
  initCoreUtil: 0.5294
  fp.dieW_um: 67.55
  io_pins: 104
timing:
  worst_pin_slew_ns: 0.6522
  setup_ws_ns: 2.820
  finalHoldViolations: 0
  tns_ns: 0
  setup_viol: 0
  rsz0062_at_grt: "false"
  maxSlewViolCount: 0
  maxSlewHeadroom: 0.5619
  fin_crit_sh: 0.5727
  fin_worst_skew_ns: 0.004091
  period_minus_slack_ns: 3.780
  maxClockFrequency_mhz: 264.6
logic_synthesis:
  synth.distinct_cells: 25
  top_cells_by_area: "dfrtp_1 40%, mux2_2 17%, buf_4 12%, xnor2_1 11%, nand4_1 3.5%"
  yosys_warnings: 1
  ys_async_sr_fraction: 1.000
  syn_inst: 196
  seq_area_frac_synth: 0.4083
  yosys_area_um2: 2148
  synth.avg_cell_area_um2: 10.96
  yosysCellCount: 196
  top_cell_area_share: 0.3960
  largest_area_cell: "dfrtp_1"
  ys.flop_type: "dfrtp_1"
  ys_ff: 35
  synthTopCellsByCount: "34 x dfrtp_1, 33 x buf_4, 32 x mux2_2"
  edf_count: 0
  synth_area_um2: 2148
  synth_top_cell_by_count: "dfrtp_1"
detailed_routing:
  antennaDiodeCount: 0
  viasPerCell: 4.745
  routed_wl_um: 3979
  drc: 0
  routedWlPerCell_um: 12.40
  drtIter0Drc: 40
  vias: 1523
  ant_nets: 0
  dr.pass1.iters: 4
pwr:
  max-vdd-ir-drop_uv: 113.5
  p_per_area_nw_per_um2: 135.3
  p_leak_nw: 1.338
setup_path:
  start_kind: "flop"
  slowest_stage: "nor4_4"
  cp_data_arrival_time_ns: 2.46
  crit_path_end_kind: "primary output"
  slowest_delay_ns: 0.61
  crit_chain: "nand4_1, nor4_4, nand3_1, xnor2_1, clkdlybuf4s50_1"
  critical_path_class: "flop to primary output"
  path_max_fanout: 9
  cp.required_ns: 5.28
hold_path:
  holdCritPathClass: "flop to flop"
global_route:
  first_global_vias: 1372
  grt_use_total: 0.1866
  grt_max_degree: 36
  grt_overflow_total: 0
  grt_pass1_wl_um: 6147
  grt_antenna_before_repair: 0
layout:
  final_core_util: 0.7074
  synthToLayoutAreaGrowth_pct: 33.61
  drive_above_1_share: 0.1697
  fin_cells: 321
job:
  maxCapViolCount: 0
  warning_count: 26
-- sequential cells by signal, indices dropped and copies added, names as in the netlist --
name and flops:
rdata_q 32, state 3
-- logic make-up after synthesis --
group,count (synthesis),share of synthesized area
compound gates,2,0.007573
xor+xnor,30,0.1223
fa+ha+maj,1,0.005823
buf+inv,41,0.1293
flops,35,0.4083
mux,32,0.1677
other cells,2,0.003496
simple gates,53,0.1555
-- per-stage QoR --
stage                     total power [mW]  hold WS [ns]  instance area, um2
after floorplan                     0.2360        0.4198                2261
final                               0.3882        0.4514                2870
after global placement              0.2471        0.4323                2790
after CTS                           0.3948        0.4521                2870
after global routing                0.4069        0.4671                2870
after detailed placement            0.2466        0.4346                2790
-- cell type report --
type                       instances  area, um2
tap                               50      62.56
sequential                        35      877.1
multi-input combinational        150       1106
inverter                           5      18.77
clock buffer                       8      80.08
timing repair buffer              73      725.7
fill                             302       1187
-- critical path: cells and delay by family (launching register included) --
family                    cells  cell delay, ns
DFF                           1            0.43
buffers and inverters         1            0.49
and+or+nand+nor               3            1.09
xor gates and xnor gates      1            0.17
-- placed cells by master, fill, tap and decap left out, drive strengths merged --
master / n
and4: 3
and2: 1
clkdlybuf4s50: 71
clkbuf: 8
xor2: 4
xnor2: 26
nand3: 11
ha: 1
or2: 2
and3: 2
nor2: 7
dfstp: 1
mux2: 32
dfrtp: 34
nor2b: 1
nand2: 10
nor4: 3
inv: 5
conb: 32
a22o: 1
buf: 2
a21o: 1
nand4: 13
-- where the power goes --
group	switching, mW	internal [mW]
Clock	0.0714	0.0749
Combinational	0.00779	0.0196
Sequential	0	0.215
-- path summary, 6_finish.rpt --
path                            start           end  slack (ns)  depth (start not counted)
setup / recovery           rdata_q[4]  pwdata_o[18]        2.82                          5
hold reg to reg              state[2]      state[1]        0.45                          1
hold / removal               state[2]      state[1]        0.45                          1
min in group asynchronous       reset    rdata_q[5]        1.43                          3
max in group asynchronous       reset      state[0]        4.82                          3
setup reg to reg             state[1]   rdata_q[29]        5.20                          3
-- routing by layer --
layer / GRT usage / wire (um) / up-vias
li1: - / - / 757
met1: 0.2775 / 1792 / 690
met2: 0.2859 / 1748 / 69
met3: 0.05308 / 378 / 7
met4: 0.02660 / 59 / 0
met5: 0 / 0 / -
No activity file was given, so power comes from the tool's default toggle rates.
