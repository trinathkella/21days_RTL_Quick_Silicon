`design.v`:
```
module day10 (
  input     wire          clk,
  input     wire          reset,
  input     wire          load_i,
  input     wire[3:0]     load_val_i,
  output    wire[3:0]     count_o
);
  reg   [3:0] count_reg;
  logic [3:0] load_ff;
  logic [3:0] nxt_count;
  always_ff @(posedge clk, posedge reset) begin
    if(reset)
      load_ff <= 4'b0000;
    else
      load_ff <= load_val_i;
  end
  always_ff @(posedge clk, posedge reset) begin
      if(reset)
        count_reg <= 4'b0000;
      else
        count_reg <= nxt_count;
    end
  assign nxt_count = (load_i) ? (load_ff) : ((count_reg == 4'b1111) ? load_ff : (count_reg + 1));
	assign count_o = count_reg;
endmodule
```
`run.sh`:
```
#!/bin/bash
# OpenROAD 26Q1-2900-gdf79404cd8, Yosys 0.63+post, stock flow scripts
make -C /OpenROAD-flow-scripts/flow DESIGN_CONFIG=/design/flow/config.mk WORK_HOME=/design/flow/orfs finish
```
`config.mk`:
```
export PLATFORM = sky130hd
export DESIGN_NAME = day10
export DESIGN_NICKNAME = day10
export VERILOG_FILES = /design/flow/design.v
export SDC_FILE = /design/flow/constraint.sdc
export NUM_CORES = 4
export LEC_CHECK = 1
export CORE_AREA = 10 10 70 70
export DIE_AREA = 0 0 80 80
```
`constraint.sdc`:
```
current_design day10

set clk_period 1.9
set clk_io_pct 0.2

create_clock -name clk0 -period $clk_period [get_ports {clk}]

set non_clock_inputs [all_inputs -no_clocks]
set_input_delay [expr $clk_period * $clk_io_pct] -clock clk0 $non_clock_inputs
set_output_delay [expr $clk_period * $clk_io_pct] -clock clk0 [all_outputs]
```
==> out/summary.log <==
INFO  synth          synthAdderAreaFrac=3.759%
INFO  setup_path     timing.critical_path.cells=clkdlybuf4s50_1
INFO  clocking       cts_setup_buffers=0
INFO  synth          ys_chip_area=332.8um^2
INFO  final_layout   layout.cells.most_common_list=clkdlybuf4s50_1, dfrtp_1, inv_1
INFO  route          drc=0
INFO  placed_design  number_of_i_o_port_buffers=10
INFO  global_routing grt_pass1_wl=1.179mm
INFO  final_layout   final_util=15.02%
INFO  synth          synth_seq_share=60.15%
INFO  power          swShare=24.48%
INFO  status         status=finished, final reports clean
INFO  clocking       path_clk_slew=0.05ns
INFO  floorplanning  placeableCoreArea=3416um^2
INFO  timing         slew_violations=0
INFO  clocking       clock_path_buffers=2
INFO  route          post_drt_wl_per_cell=8.153um
INFO  global_routing antenna_found_initial=0
INFO  final_layout   layout_top_cell=clkdlybuf4s50_1
INFO  synth          netlist_area=332.8um^2
INFO  floorplanning  chipHeight=80um
INFO  floorplanning  die_width=80um
INFO  setup_path     worstSetupStartpointType=flip-flop
INFO  clocking       cts_sinks=8
INFO  route          drt_pass1_iterations=4
INFO  timing         setup-tns-final=0ns
INFO  hold_path      hp-class=in2async
INFO  floorplanning  floorplan.rows=21
INFO  synth          yosys-mux-area-fraction=7.519%
INFO  floorplanning  ios=11
INFO  power          switchingPower=0.0001093W
INFO  synth          post_synth_inst_count=26
INFO  setup_path     cp_data_required_time=1.52ns
INFO  synth          synthesis.area_per_instance=12.80um^2
INFO  clocking       cts_tree=built
INFO  synth          synth-compound-area-share=16.92%
INFO  placed_design  place_ws=0.3087ns
INFO  setup_path     cp_top_family=buffers and inverters
INFO  synth          yosys.area_share.xor_xnor=0%
INFO  setup_path     critPathLaunch=count_reg[3]
INFO  setup_path     slowest_delay=0.51ns
INFO  route          dr_total_vias=263
INFO  clocking       holdBufCountCts=0
INFO  clocking       cts_root_buffer=clkbuf_4
INFO  final_layout   drive_gt1_share=17.95%
INFO  power          power.static_leakage=0.2145nW
INFO  setup_path     worstSetupPathType=reg2out
INFO  synth          synth_warnings=1
INFO  route          antenna-diode-count=0
INFO  timing         final_min_period_over_clock_period=82.86%
INFO  setup_path     worst-endpoint-arrival=1.19ns
INFO  route          ant_nets=0
INFO  timing         final.min_clock_period=1.574ns
INFO  timing         postLayoutSetupSlackWorst=0.3257ns
INFO  clocking       cts_max_level=1
INFO  route          final_wl=693um
INFO  synth          synth.logic.top_family=AND-OR/OR-AND gates
INFO  power          worst_ir_drop_vdd=0.2872mV
INFO  route          route.detailed.vias_per_inst=3.094
INFO  power          clkPwrFrac=28.1%
INFO  synth          synth_flop_count=8
INFO  clocking       cts_inserted_buffers=3
INFO  global_routing global_route.usage.total=2.236%
INFO  power          cellPowerDensity=870.8nW/um^2
INFO  route          detail_route.iter0.violations=2
INFO  timing         timing.fmax=0.6352GHz
INFO  timing         finalClockSkew=0.001037ns
INFO  global_routing via_count_of_the_first_global_routing_pass=272
INFO  timing         grt_setup_unrepaired=false
INFO  setup_path     timing.rr.start=count_reg[0]
INFO  power          pwr-share-comb=23.5%
INFO  synth          simple_gate_share=7.143%
INFO  flow_run       drv.max_cap_violation_count=0
INFO  clocking       cts.repair.resized=0
INFO  placed_design  routabilityCongestion=0.6394
INFO  power          power.sequential.fraction=48.5%
INFO  timing         report.final.hold_viol_count=0
INFO  timing         tightestPinTransition=0.2914ns
INFO  global_routing grt_start_max_net_pins=9
INFO  synth          synth_stat.cells=26
INFO  timing         setup_violations=0
INFO  setup_path     path_max_fanout=6
INFO  setup_path     critPathCaptureType=primary output
INFO  timing         relSlewSlack=80.55%
INFO  flow_run       warnings=25
INFO  setup_path     path_buffers=1
INFO  final_layout   area_growth_syn_to_layout=54.14%
INFO  floorplanning  floorplanUtilization=9.744%
INFO  floorplanning  chip_area=6400um^2
INFO  power          internal_power=0.0003374W
INFO  synth          netlist-cell-type-count=15
INFO  global_routing gr-total-overflow=0
INFO  timing         final_worst_hold_slack=0.3665ns
INFO  clocking       clock_insertion_delay_worst_skew=0.25ns
INFO  setup_path     critical_path.slowest_cell=clkdlybuf4s50_1
[power groups by stage]
stage / logic, W / clock network, W / registers, W
5_1_grt: 0.000117 / 0.000138 / 0.000220
6_report: 0.000105 / 0.000125 / 0.000217
4_1_cts: 0.000109 / 0.000134 / 0.000216
[cells by family after synthesis]
family | Yosys count
flops | 8
compound gates | 7
buf+inv | 4
simple gates | 4
mux | 2
fa+ha+maj | 1
[final timing paths]
kind                           endpoint  slack (ns)  cells past startpoint
setup reg to reg           count_reg[1]        0.55                      3
hold reg to reg            count_reg[1]        0.48                      1
hold / removal               load_ff[0]        0.37                      2
min in group clk0          count_reg[1]        0.48                      1
setup / recovery             count_o[3]        0.33                      1
max in group asynchronous  count_reg[2]        1.31                      2
[synth_stat cells]
master | instances | area share [%]
a21o_2 | 1 | 2.6
nand4b_1 | 1 | 2.6
mux2_4 | 1 | 4.5
inv_1 | 4 | 4.5
a221o_1 | 1 | 3.0
nor3b_1 | 1 | 2.3
mux2i_1 | 1 | 3.0
o21ai_0 | 1 | 1.5
a21oi_1 | 1 | 1.5
a31oi_2 | 1 | 3.8
a31o_2 | 1 | 2.6
nand2_1 | 2 | 2.3
ha_1 | 1 | 3.8
dfrtp_1 | 8 | 60
o22ai_1 | 1 | 1.9
[per-stage QoR]
stage	area, um^2	power [W]	std cells
floorplan	332.8	0.0002646	26
global placement	490.5	0.0003254	82
CTS	513.0	0.0004589	85
finish	513.0	0.0004467	85
detailed placement	490.5	0.0003275	82
global route	513.0	0.0004755	85
[layout make-up]
class | count | area, um^2
timing repair buffer | 10 | 100.1
multi-input combinational | 14 | 117.6
inverter | 4 | 15.01
tap | 46 | 57.56
sequential | 8 | 200.2
clock buffer | 3 | 22.52
fill | 395 | 2903
[metal layers]
metal,track usage (%),vias up,routed length (um)
met4,0.8803,0,3
li1,-,119,-
met1,2.297,132,249
met2,3.772,10,375
met3,1.136,2,64
met5,0,-,0
Power figures rest on the tool's default switching activity, not on a simulated workload.
