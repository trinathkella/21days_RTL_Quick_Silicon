==> /design/flow/design.v <==
module day11 (
  input     wire      clk,
  input     wire      reset,
  output    wire      empty_o,
  input     wire[3:0] parallel_i,
  output    wire      serial_o,
  output    wire      valid_o
);
  logic [3:0] shift_reg;
  logic [3:0] nxt_shift;
  always_ff @ (posedge clk, posedge reset)
    begin
      if(reset)
        shift_reg <= 4'b0000;
      else
        shift_reg <= nxt_shift;
    end
  assign nxt_shift = (empty_o) ? parallel_i : {1'b0, shift_reg[3:1]};
  assign serial_o  = shift_reg[0];
  logic [2:0]count;
  logic [2:0]nxt_count;
  always_ff @ (posedge clk, posedge reset)
    begin
      if(reset)
        count <= 3'b000;
      else
        count <= nxt_count;
    end
  assign nxt_count = (count == 3'b100) ? 3'b000 : (count + 1);
  assign valid_o   = |(count);
  assign empty_o   = (count == 3'b000);
endmodule
==> /design/flow/run.sh <==
#!/bin/bash
# OpenROAD 26Q1-2900-gdf79404cd8, Yosys 0.63+post, stock flow scripts
make -C /OpenROAD-flow-scripts/flow DESIGN_CONFIG=/design/flow/config.mk WORK_HOME=/design/flow/orfs finish
==> /design/flow/config.mk <==
export PLATFORM = sky130hd
export DESIGN_NAME = day11
export DESIGN_NICKNAME = day11
export VERILOG_FILES = /design/flow/design.v
export SDC_FILE = /design/flow/constraint.sdc
export NUM_CORES = 4
export LEC_CHECK = 1
export CORE_AREA = 10 10 70 70
export DIE_AREA = 0 0 80 80
==> /design/flow/constraint.sdc <==
current_design day11

set clk_period 1.6
set clk_io_pct 0.2

create_clock -name clk0 -period $clk_period [get_ports {clk}]

set non_clock_inputs [all_inputs -no_clocks]
set_input_delay [expr $clk_period * $clk_io_pct] -clock clk0 $non_clock_inputs
set_output_delay [expr $clk_period * $clk_io_pct] -clock clk0 [all_outputs]
==> summary.txt <==
Period utilization: 97.0%
Yosys chip area: 305 um2
Initial antenna violation count: 0
Pre-CTS worst setup slack: -0.0954 ns
Placed cells: 79
P_leak: 0.260 nW
Clock tree buffer depth: 2
CP endpoint kind: output port
Slew @ Worst Pin: 0.270 ns
Die footprint: 6400 um2
Synth-to-layout area growth: 73.8%
Largest net degree at the start of global routing: 8
Core ar.: 3420 um2
Critical Path AT: 1.23 ns
Yosys cell count: 22
CTS buffer count: 3
Congestion Overflow GR: 0
Die height: 80 um
Tool Warnings: 26
CTS tree: built
First-pass GRT wire length: 1.04 mm
CP Max Fanout: 2
Syn avg cell area: 13.9 um2
Max reg flops: 4
IO Count: 9
Max-cap violation count: 0
Status: finished, final reports clean
DP Wirelength: 466 um
Total wire length: 629 um
Number of port buffers: 8
Yosys warns: 1
Setup Skew: 0.00512 ns
Hold-fix buffers, CTS: 0
RePlAce Congestion: 0.711
Cell Area, Synth: 305 um2
VDD IR max: 0.000206 V
Highest clock rate: 645 MHz
Worst Hold Class: input pin to async pin
Max Slew Vio Count: 0
Top cells by area: dfrtp_1 57%, mux2_4 15%, ha_1 8.2%
Drt wl/cell: 7.15 um
Setup ws final: 0.0487 ns
Final Setup Violations: 0
Crit path kind: flop to output port
Critical Path Start Type: flop
FP Util: 8.94%
# diodes: 0
Worst endpoint required time: 1.28 ns
Clk sinks: 7
DR DRC count: 0
Top-area cell share: 57.4%
Placed inst area: 462 um2
Area leader, netlist: dfrtp_1
Pwr/cell area: 680 nW/um2
Finished Layout Cells: 88
Via density: 2.35
CTS HTree Levels: 1
Clock-pin slew on the worst setup and hold paths: 0.06 ns
CTS root buf: clkbuf_4
Register bit total from synthesis: 7
Cell variety after synth: 10
Sequential element share of the synthesized area: 57.4%
Synth Instances: 22
DR vias: 207
Row Count: 21
Total GRT Usage: 2.09%
Initial DRT Pass Iterations: 2
Fin area: 531 um2
Final hold vios: 0
Crit path time final: 1.55 ns
Share of cells above drive strength 1: 52.4%
Die x size: 80 um
Worst slew margin: 82.0%
Iteration-0 DRC Markers: 17
Clock latency (worst-skew pair): 0.25 ns
Final ANT Viol Nets: 0
Vias in the first global route: 231
[cells in the final DEF, fill, tap and decap left out, drive strengths merged]
master	n
a21oi	1
and2	1
buf	10
clkbuf	4
clkdlybuf4s50	6
clkinv	1
dfrtp	7
ha	2
inv	4
mux2	4
nor2	1
nor2b	1
[cells in the mapped netlist (all sizes together)]
cell,number
nor2,1
ha,2
nor2b,1
inv,4
dfrtp,7
buf,1
mux2,4
a21oi,1
and2,1
[cell families after synthesis]
family | share of synthesized area [%]
buffers and inverters | 8.60
adder cells (fa/ha/maj) | 8.20
multiplexers | 18.4
flip-flops | 57.4
AND/OR/NAND/NOR | 5.74
AND-OR/OR-AND | 1.64
[worst paths after layout]
check	startpoint	endpoint	slack (ns)	cells past startpoint
hold / removal	reset	shift_reg[2]	0.29	2
setup / recovery	count[1]	empty_o	0.05	5
hold reg to reg	shift_reg[3]	shift_reg[2]	0.48	1
min in group clk0	shift_reg[3]	shift_reg[2]	0.48	1
max in group asynchronous	reset	shift_reg[1]	1.09	2
setup reg to reg	count[1]	shift_reg[1]	0.08	7
[per-stage QoR]
stage | TNS [ns] | util, % | total power [mW] | hold WS, ns
floorplan | 0 | - | 0.188 | 0.123
CTS | 0 | 15.5 | 0.367 | 0.287
global placement | -0.0378 | 13.5 | 0.204 | 0.460
detailed placement | -0.161 | 13.5 | 0.204 | 0.465
global route | -0.00473 | 15.5 | 0.388 | 0.303
finish | 0 | 15.5 | 0.361 | 0.289
[report_power, final]
| group | switching [mW] | internal [mW] |
|---|---|---|
| registers | 0.000658 | 0.180 |
| clock network | 0.0693 | 0.0915 |
| logic | 0.00528 | 0.0145 |
| total | 0.0752 | 0.285 |
[critical path, stage by stage, from the launching register on]
cell,delay [ns]
dfrtp_1,0.38
inv_1,0.07
ha_2,0.18
nor2b_4,0.16
buf_6,0.10
buf_2,0.08
[layer usage]
layer  share of wire [%]  up-vias  GRT usage (%)
met4                 1.6        0          0.528
li1                    -      106              -
met1                  43       93           2.09
met2                  42        6           2.89
met3                  13        2           2.27
met5                   0        -              0
[layout make-up]
type / count / area, um2
Timing Repair Buffer: 17 / 141
Multi-Input combinational cell: 10 / 114
Sequential cell: 7 / 175
Clock inverter: 1 / 5.00
Fill cell: 378 / 2890
Clock buffer: 3 / 22.5
Tap cell: 46 / 57.6
Inverter: 4 / 15.0
[repair_timing]
action / in CTS / in global routing
gates resized: 9 / 1
endpoints found under the setup margin: 2 / 4
pin swaps: 0 / 1
buffers inserted: 4 / 2
cloned: 0 / 0
Power figures rest on the tool's default switching activity, not on a simulated workload.
